==> flow/design.v <==
package clk_params;
    localparam real INPUT_CLK_FREQUENCY_MHZ    =  100.000;
    localparam real INPUT_CLK_JITTER_PS        =   95.000;
    localparam real INPUT_CLK_JITTER_TO_PERIOD =    0.010;  
    localparam real INPUT_CLK_PERIOD_NS        = 1000.000 / INPUT_CLK_FREQUENCY_MHZ;
    localparam real MMCM_MUL   = 10.000; 
    localparam int  MMCM_DIV   = 1;      
    localparam real MMCM_DIV_0 = 20.000; 
    localparam real SYS_CLK_FREQUENCY_MHZ = (INPUT_CLK_FREQUENCY_MHZ / MMCM_DIV * MMCM_MUL) / MMCM_DIV_0;
    localparam real SYS_CLK_PERIOD_NS     = 1000.000 / SYS_CLK_FREQUENCY_MHZ;
    localparam int  PLL1_MUL   = 53; 
    localparam int  PLL1_DIV   = 5;  
    localparam real PLL1_DIV_0 = 10; 
    localparam real PLL1_FREQUENCY_MHZ = (INPUT_CLK_FREQUENCY_MHZ / PLL1_DIV * PLL1_MUL) / PLL1_DIV_0;
    localparam real PLL1_PERIOD_NS     = 1000.000 / PLL1_FREQUENCY_MHZ;
    localparam int  PLL2_MUL   = 19; 
    localparam int  PLL2_DIV   = 2;  
    localparam real PLL2_DIV_0 = 40; 
    localparam real PLL2_FREQUENCY_MHZ = (PLL1_FREQUENCY_MHZ / PLL2_DIV * PLL2_MUL) / PLL2_DIV_0;
    localparam real PLL2_PERIOD_NS     = 1000.000 / PLL2_FREQUENCY_MHZ;
    localparam real VGA_CLK_FREQUENCY_MHZ = PLL2_FREQUENCY_MHZ;
    localparam real VGA_CLK_PERIOD_NS     = PLL2_PERIOD_NS;
    localparam int  SIM_CYCLES_PER_SYS_CLK = int'(SYS_CLK_PERIOD_NS);
    localparam int  SIM_CYCLES_PER_VGA_CLK = int'(VGA_CLK_PERIOD_NS);
endpackage
package constants;
    localparam bit [31:0] MEMORY_START = 32'h0001_0000;
    localparam bit [31:0] MEMORY_SIZE  = 32'h0000_2000;
    localparam bit [31:0] LEDS_START = 32'h0008_0000;
    localparam bit [31:0] LEDS_SIZE  = 32'h0000_0001;
    localparam bit [31:0] BUTTONS_START = 32'h0008_1000;
    localparam bit [31:0] BUTTONS_SIZE  = 32'h0000_0001;
    localparam bit [31:0] SWITCHES_START = 32'h0008_2000;
    localparam bit [31:0] SWITCHES_SIZE  = 32'h0000_0001;
    localparam bit [31:0] SEGMENTS_START = 32'h0008_3000;
    localparam bit [31:0] SEGMENTS_SIZE  = 32'h0000_0001;
    localparam bit [31:0] UART_START = 32'h0008_4000;
    localparam bit [31:0] UART_SIZE  = 32'h0000_0001;
    localparam bit [31:0] TIMER_START = 32'h0008_5000;
    localparam bit [31:0] TIMER_SIZE  = 32'h0000_0005;
    localparam bit [31:0] VGA_START = 32'h0009_0000;
    localparam bit [31:0] VGA_SIZE  = 32'h0000_9600;  
    localparam bit [31:0] TEST_START = 32'h0012_0000;
    localparam bit [31:0] TEST_SIZE  = 32'h0000_0005;
    localparam bit [31:0] RESET_ADDRESS = MEMORY_START << 2;
    localparam bit [31:0] NOP = 32'h00000013;
endpackage
package csr;
    typedef enum logic [11:0] {
        MVENDORID      = 12'hF11,
        MARCHID        = 12'hF12,
        MIMPID         = 12'hF13,
        MHARTID        = 12'hF14,
        MCONFIGPTR     = 12'hF15,
        MSTATUS        = 12'h300,
        MISA           = 12'h301,
        MEDELEG        = 12'h302,
        MIDELEG        = 12'h303,
        MIE            = 12'h304,
        MTVEC          = 12'h305,
        MCOUNTEREN     = 12'h306,
        MSTATUSH       = 12'h310,
        MSCRATCH       = 12'h340,
        MEPC           = 12'h341,
        MCAUSE         = 12'h342,
        MTVAL          = 12'h343,
        MIP            = 12'h344,
        MCYCLE         = 12'hB00,
        MINSTRET       = 12'hB02,
        MHPMCOUNTER3   = 12'hB03,
        MHPMCOUNTER4   = 12'hB04,
        MHPMCOUNTER5   = 12'hB05,
        MHPMCOUNTER6   = 12'hB06,
        MHPMCOUNTER7   = 12'hB07,
        MHPMCOUNTER8   = 12'hB08,
        MHPMCOUNTER9   = 12'hB09,
        MHPMCOUNTER10  = 12'hB0A,
        MHPMCOUNTER11  = 12'hB0B,
        MHPMCOUNTER12  = 12'hB0C,
        MHPMCOUNTER13  = 12'hB0D,
        MHPMCOUNTER14  = 12'hB0E,
        MHPMCOUNTER15  = 12'hB0F,
        MHPMCOUNTER16  = 12'hB10,
        MHPMCOUNTER17  = 12'hB11,
        MHPMCOUNTER18  = 12'hB12,
        MHPMCOUNTER19  = 12'hB13,
        MHPMCOUNTER20  = 12'hB14,
        MHPMCOUNTER21  = 12'hB15,
        MHPMCOUNTER22  = 12'hB16,
        MHPMCOUNTER23  = 12'hB17,
        MHPMCOUNTER24  = 12'hB18,
        MHPMCOUNTER25  = 12'hB19,
        MHPMCOUNTER26  = 12'hB1A,
        MHPMCOUNTER27  = 12'hB1B,
        MHPMCOUNTER28  = 12'hB1C,
        MHPMCOUNTER29  = 12'hB1D,
        MHPMCOUNTER30  = 12'hB1E,
        MHPMCOUNTER31  = 12'hB1F,
        MCYCLEH        = 12'hB80,
        MINSTRETH      = 12'hB82,
        MHPMCOUNTER3H  = 12'hB83,
        MHPMCOUNTER4H  = 12'hB84,
        MHPMCOUNTER5H  = 12'hB85,
        MHPMCOUNTER6H  = 12'hB86,
        MHPMCOUNTER7H  = 12'hB87,
        MHPMCOUNTER8H  = 12'hB88,
        MHPMCOUNTER9H  = 12'hB89,
        MHPMCOUNTER10H = 12'hB8A,
        MHPMCOUNTER11H = 12'hB8B,
        MHPMCOUNTER12H = 12'hB8C,
        MHPMCOUNTER13H = 12'hB8D,
        MHPMCOUNTER14H = 12'hB8E,
        MHPMCOUNTER15H = 12'hB8F,
        MHPMCOUNTER16H = 12'hB90,
        MHPMCOUNTER17H = 12'hB91,
        MHPMCOUNTER18H = 12'hB92,
        MHPMCOUNTER19H = 12'hB93,
        MHPMCOUNTER20H = 12'hB94,
        MHPMCOUNTER21H = 12'hB95,
        MHPMCOUNTER22H = 12'hB96,
        MHPMCOUNTER23H = 12'hB97,
        MHPMCOUNTER24H = 12'hB98,
        MHPMCOUNTER25H = 12'hB99,
        MHPMCOUNTER26H = 12'hB9A,
        MHPMCOUNTER27H = 12'hB9B,
        MHPMCOUNTER28H = 12'hB9C,
        MHPMCOUNTER29H = 12'hB9D,
        MHPMCOUNTER30H = 12'hB9E,
        MHPMCOUNTER31H = 12'hB9F,
        MHPMEVENT3     = 12'h323,
        MHPMEVENT4     = 12'h324,
        MHPMEVENT5     = 12'h325,
        MHPMEVENT6     = 12'h326,
        MHPMEVENT7     = 12'h327,
        MHPMEVENT8     = 12'h328,
        MHPMEVENT9     = 12'h329,
        MHPMEVENT10    = 12'h32A,
        MHPMEVENT11    = 12'h32B,
        MHPMEVENT12    = 12'h32C,
        MHPMEVENT13    = 12'h32D,
        MHPMEVENT14    = 12'h32E,
        MHPMEVENT15    = 12'h32F,
        MHPMEVENT16    = 12'h330,
        MHPMEVENT17    = 12'h331,
        MHPMEVENT18    = 12'h332,
        MHPMEVENT19    = 12'h333,
        MHPMEVENT20    = 12'h334,
        MHPMEVENT21    = 12'h335,
        MHPMEVENT22    = 12'h336,
        MHPMEVENT23    = 12'h337,
        MHPMEVENT24    = 12'h338,
        MHPMEVENT25    = 12'h339,
        MHPMEVENT26    = 12'h33A,
        MHPMEVENT27    = 12'h33B,
        MHPMEVENT28    = 12'h33C,
        MHPMEVENT29    = 12'h33D,
        MHPMEVENT30    = 12'h33E,
        MHPMEVENT31    = 12'h33F
    } t;
endpackage
package forwarding;
    typedef struct packed {
        logic        data_valid;
        logic [31:0] data;
        logic  [4:0] address;
    } t;
endpackage
package op;
    typedef enum logic [5:0] {
        LUI,
        AUIPC,
        JAL,
        JALR,
        BEQ,
        BNE,
        BLT,
        BGE,
        BLTU,
        BGEU,
        LB,
        LH,
        LW,
        LBU,
        LHU,
        SB,
        SH,
        SW,
        ADDI,
        SLTI,
        SLTIU,
        XORI,
        ORI,
        ANDI,
        SLLI,
        SRLI,
        SRAI,
        ADD,
        SUB,
        SLL,
        SLT,
        SLTU,
        XOR,
        SRL,
        SRA,
        OR,
        AND,
        FENCE,
        FENCE_I,
        ECALL,
        EBREAK,
        CSRRW,
        CSRRS,
        CSRRC,
        CSRRWI,
        CSRRSI,
        CSRRCI,
        MRET,
        WFI,
        ILLEGAL
    } t;
endpackage
package pipeline_status;
    typedef enum logic [3:0] {
        VALID,
        BUBBLE,
        FETCH_MISALIGNED,
        FETCH_FAULT,
        ILLEGAL_INSTRUCTION,
        LOAD_MISALIGNED,
        LOAD_FAULT,
        STORE_MISALIGNED,
        STORE_FAULT,
        ECALL,  
        EBREAK  
    } forwards_t;
    typedef enum logic [1:0] {
        READY,
        STALL,
        JUMP
    } backwards_t;
endpackage
interface wishbone_interface;
    logic [31:0] adr;
    logic [3:0] sel;
    logic [31:0] dat_mosi;
    logic [31:0] dat_miso;
    logic cyc;
    logic stb;
    logic we;
    logic ack;
    logic err;
    modport master (
        output cyc,
        output stb,
        output adr,
        output sel,
        output we,
        output dat_mosi,
        input ack,
        input err,
        input dat_miso
    );
    modport slave (
        input adr,
        input sel,
        input dat_mosi,
        input cyc,
        input stb,
        input we,
        output ack,
        output err,
        output dat_miso
    );
endinterface
module add(
    input logic [31:0]  a_in,
    input logic [31:0]  b_in,
    input logic         neg_b_in,
    output logic [31:0] sum_out,
    output logic        carry_out,
    output logic        overflow_out,
    output logic        zero_out
);
    logic [31:0] b_mod;
    logic [32:0] sum_ext;
    assign b_mod = neg_b_in ? ~b_in : b_in;
    assign sum_ext = {1'b0, a_in} + {1'b0, b_mod} + {31'b0, neg_b_in};
    assign sum_out = sum_ext[31:0];
    assign zero_out = (sum_out == 32'b0);
    assign carry_out = sum_ext[32];
    assign overflow_out = (~(a_in[31] ^ b_mod[31]) & (a_in[31] ^ sum_ext[31]));
endmodule
==> flow/run.sh <==
#!/bin/bash
# OpenROAD 26Q1-2900-gdf79404cd8, Yosys 0.63+post, stock flow scripts
make -C /OpenROAD-flow-scripts/flow DESIGN_CONFIG=/design/flow/config.mk WORK_HOME=/design/flow/orfs finish
==> flow/config.mk <==
export PLATFORM = sky130hd
export DESIGN_NAME = add
export DESIGN_NICKNAME = add
export VERILOG_FILES = /design/flow/design.v
export SDC_FILE = /design/flow/constraint.sdc
export NUM_CORES = 4
export LEC_CHECK = 1
export CORE_AREA = 10 10 99 99
export DIE_AREA = 0 0 109 109
==> flow/constraint.sdc <==
current_design add

set clk_period 27.5
set clk_io_pct 0.2

create_clock -name clk0 -period $clk_period

set non_clock_inputs [all_inputs -no_clocks]
set_input_delay [expr $clk_period * $clk_io_pct] -clock clk0 $non_clock_inputs
set_output_delay [expr $clk_period * $clk_io_pct] -clock clk0 [all_outputs]
==> results.ini <==
[detailed_routing]
routed-wl-met3_um = 446
top_layer = met4
vias = 2457
drtIter0Drc = 113
via_per_inst = 5.03
wl_per_cell_um = 15.5
wirelength_um = 7590
wl_met1_um = 3680
drcViolationCount = 0
ant_nets = 0
drtPass1Iterations = 4
num_antenna_cells = 0
routed-wl-met2_um = 3440

[power]
clock_power_share_pct = 0
powerDensity_nw_per_um2 = 36.2
p_leak_nw = 1.32
seq_power_share_pct = 0
vdd_ir_drop_max_mv = 0.0158
internal_power_uw = 65.4
p_sw_share_pct = 45.1
p_switching_uw = 53.6
comb_power_share_pct = 100.0

[finish]
fillCellCount = 766
drive_above_1_share_pct = 5.18
final_cell_count_no_fill = 488
seq_area_um2 = 0
clock_buffers = 0
finish.utilization_pct = 42.6
area_growth_pct = 49.6
flops = 0
logic_area_um2 = 2130

[setup_path]
crit_path_end_kind = output pin
startpoint_type = input pin
worstPathArrival_ps = 9650
max_stage_delay_ps = 540
slowest_stage = or4_1
path_class = in -> out
path_buffers = 4
worstPathCellList = buf_2 > buf_4 > xor2_1 > inv_1 > fa_1 > nand2b_2 > a211oi_1 > o211ai_1 > nand3_1 > xor2_2 > or4_1 > nor4_1 > and4b_1 > nand4bb_1 > nor4_2 > clkdlybuf4s50_1
worstPathMaxFanout = 32
worstPathRequired_ps = 22000
critPathTopFamily = simple AND/OR/NAND/NOR gates

[placement]
dp_slack_ps = 12250
io_buffer_count = 100
dpl.hpwl_um = 6570
placed_cells = 488
place_congestion = 0.890

[synthesis]
postSynthSeqShare_pct = 0
synth_cells = 295
yosys.cell_types.count = 64
topCellsByArea = ha_1, xor2_1, xnor2_1, a21oi_1, a21o_1
yosys_cells = 295
top_cell_area_share_pct = 19.3
synthesis.area_um2 = 2200
top_cells_by_count = xor2_1, ha_1, a21oi_1
largest_area_cell = ha_1
ys_chip_area_um2 = 2200
syn_area_per_cell_um2 = 7.46
yosysWarnings = 0
most_common_cell = xor2_1

[floorplanning]
ios = 100
rows = 32
die-area_um2 = 11900
initial_core_util_pct = 28.5
die_x_um = 109
core_area_um2 = 7730
die_h_um = 109

[timing]
final.min_clock_period_ps = 15150
setup_tns_ps = 0
rsz0062_at_grt = false
setup_ws_ps = 12350
finalHoldViolations = 0
final.period_utilization_pct = 55.1
final-setup-viol-count = 0
maxSlewHeadroom_pct = 65.6
tightest_slew_ps = 510
fmax_mhz = 66.0
slew_violations = 0

[global_routing]
grt_use_total_pct = 12.0
antenna_found_initial = 0
grt_start_max_net_pins = 33
grt_pass1_vias = 2468
grt_first_pass_wirelength_um = 12000
grt_overflow = 0

[clock_tree]
cts_resized = 0
post_cts_buffers = 0
postCtsHoldBufs = 0

[outcome]
status = finished, final reports clean

[worst_hold_path]
worstHoldPathType = in -> out

[run]
drv_cap = 0
warnings = 35

[stage by stage]
step | total power, mW | hold WS, ps | cell area [um^2]
final | 0.119 | 12030 | 3290
after detailed placement | 0.120 | 12030 | 3290
after floorplan | 0.0620 | 11050 | 2200
after global routing | 0.131 | 12070 | 3290
after CTS | 0.120 | 12040 | 3290
after global placement | 0.120 | 12040 | 3290
[kinds of logic after synthesis]
family | count (synthesis) | share of synthesized area [%]
AND-OR/OR-AND | 100 | 31.6
XOR/XNOR | 59 | 23.8
multiplexers | 1 | 0.626
AND/OR/NAND/NOR | 81 | 20.4
buffers and inverters | 19 | 3.36
adder cells (fa/ha/maj) | 35 | 20.3
[layout make-up]
class                      instances  share of cell area [%]
multi-input combinational        276                    64.6
timing repair buffer             101                    30.5
tap                              102                    3.88
inverter                           9                    1.03
[path summary, 6_finish.rpt]
| path | start | to | depth (start not counted) |
|---|---|---|---|
| setup / recovery | neg_b_in | zero_out | 16 |
| hold / removal | a_in[0] | sum_out[0] | 3 |
[power groups by stage]
stage / Combinational [mW] / Clock [mW] / Sequential (mW)
final: 0.119 / 0 / 0
after global routing: 0.131 / 0 / 0
after CTS: 0.120 / 0 / 0
[placed cells by master, fill, tap and decap left out, types with 3 or more instances in the layout]
master / synthesis / layout
clkdlybuf4s50_1: 0 / 99
xor2_1: 39 / 39
ha_1: 34 / 34
a21oi_1: 24 / 24
nand2_1: 19 / 19
xnor2_1: 19 / 19
nor2_1: 16 / 16
o21ai_0: 13 / 13
a21o_1: 11 / 11
inv_1: 9 / 9
nand3_1: 7 / 7
o21ai_1: 6 / 6
a211oi_1: 6 / 6
nand4_1: 5 / 5
nor3_1: 5 / 5
o21a_1: 4 / 4
and3_1: 3 / 3
and2_1: 3 / 3
nand2b_1: 3 / 3
a21oi_2: 3 / 3
o22ai_1: 3 / 3
o21bai_1: 3 / 3
nor4_1: 3 / 3
[routing by layer]
metal	GRT usage, %	up-vias
met4	0.282	0
met2	19.9	63
li1	-	1297
met5	0	-
met1	16.8	1095
met3	2.21	2
Power is estimated from default activity; no workload was simulated.
