==> /design/flow/design.v <==
package clk_params;
    localparam real INPUT_CLK_FREQUENCY_MHZ    =  100.000;
    localparam real INPUT_CLK_JITTER_PS        =   95.000;
    localparam real INPUT_CLK_JITTER_TO_PERIOD =    0.010;  
    localparam real INPUT_CLK_PERIOD_NS        = 1000.000 / INPUT_CLK_FREQUENCY_MHZ;
    localparam real MMCM_MUL   = 10.000; 
    localparam int  MMCM_DIV   = 1;      
    localparam real MMCM_DIV_0 = 20.000; 
    localparam real SYS_CLK_FREQUENCY_MHZ = (INPUT_CLK_FREQUENCY_MHZ / MMCM_DIV * MMCM_MUL) / MMCM_DIV_0;
    localparam real SYS_CLK_PERIOD_NS     = 1000.000 / SYS_CLK_FREQUENCY_MHZ;
    localparam int  PLL1_MUL   = 53; 
    localparam int  PLL1_DIV   = 5;  
    localparam real PLL1_DIV_0 = 10; 
    localparam real PLL1_FREQUENCY_MHZ = (INPUT_CLK_FREQUENCY_MHZ / PLL1_DIV * PLL1_MUL) / PLL1_DIV_0;
    localparam real PLL1_PERIOD_NS     = 1000.000 / PLL1_FREQUENCY_MHZ;
    localparam int  PLL2_MUL   = 19; 
    localparam int  PLL2_DIV   = 2;  
    localparam real PLL2_DIV_0 = 40; 
    localparam real PLL2_FREQUENCY_MHZ = (PLL1_FREQUENCY_MHZ / PLL2_DIV * PLL2_MUL) / PLL2_DIV_0;
    localparam real PLL2_PERIOD_NS     = 1000.000 / PLL2_FREQUENCY_MHZ;
    localparam real VGA_CLK_FREQUENCY_MHZ = PLL2_FREQUENCY_MHZ;
    localparam real VGA_CLK_PERIOD_NS     = PLL2_PERIOD_NS;
    localparam int  SIM_CYCLES_PER_SYS_CLK = int'(SYS_CLK_PERIOD_NS);
    localparam int  SIM_CYCLES_PER_VGA_CLK = int'(VGA_CLK_PERIOD_NS);
endpackage
package constants;
    localparam bit [31:0] MEMORY_START = 32'h0001_0000;
    localparam bit [31:0] MEMORY_SIZE  = 32'h0000_2000;
    localparam bit [31:0] LEDS_START = 32'h0008_0000;
    localparam bit [31:0] LEDS_SIZE  = 32'h0000_0001;
    localparam bit [31:0] BUTTONS_START = 32'h0008_1000;
    localparam bit [31:0] BUTTONS_SIZE  = 32'h0000_0001;
    localparam bit [31:0] SWITCHES_START = 32'h0008_2000;
    localparam bit [31:0] SWITCHES_SIZE  = 32'h0000_0001;
    localparam bit [31:0] SEGMENTS_START = 32'h0008_3000;
    localparam bit [31:0] SEGMENTS_SIZE  = 32'h0000_0001;
    localparam bit [31:0] UART_START = 32'h0008_4000;
    localparam bit [31:0] UART_SIZE  = 32'h0000_0001;
    localparam bit [31:0] TIMER_START = 32'h0008_5000;
    localparam bit [31:0] TIMER_SIZE  = 32'h0000_0005;
    localparam bit [31:0] VGA_START = 32'h0009_0000;
    localparam bit [31:0] VGA_SIZE  = 32'h0000_9600;  
    localparam bit [31:0] TEST_START = 32'h0012_0000;
    localparam bit [31:0] TEST_SIZE  = 32'h0000_0005;
    localparam bit [31:0] RESET_ADDRESS = MEMORY_START << 2;
    localparam bit [31:0] NOP = 32'h00000013;
endpackage
package csr;
    typedef enum logic [11:0] {
        MVENDORID      = 12'hF11,
        MARCHID        = 12'hF12,
        MIMPID         = 12'hF13,
        MHARTID        = 12'hF14,
        MCONFIGPTR     = 12'hF15,
        MSTATUS        = 12'h300,
        MISA           = 12'h301,
        MEDELEG        = 12'h302,
        MIDELEG        = 12'h303,
        MIE            = 12'h304,
        MTVEC          = 12'h305,
        MCOUNTEREN     = 12'h306,
        MSTATUSH       = 12'h310,
        MSCRATCH       = 12'h340,
        MEPC           = 12'h341,
        MCAUSE         = 12'h342,
        MTVAL          = 12'h343,
        MIP            = 12'h344,
        MCYCLE         = 12'hB00,
        MINSTRET       = 12'hB02,
        MHPMCOUNTER3   = 12'hB03,
        MHPMCOUNTER4   = 12'hB04,
        MHPMCOUNTER5   = 12'hB05,
        MHPMCOUNTER6   = 12'hB06,
        MHPMCOUNTER7   = 12'hB07,
        MHPMCOUNTER8   = 12'hB08,
        MHPMCOUNTER9   = 12'hB09,
        MHPMCOUNTER10  = 12'hB0A,
        MHPMCOUNTER11  = 12'hB0B,
        MHPMCOUNTER12  = 12'hB0C,
        MHPMCOUNTER13  = 12'hB0D,
        MHPMCOUNTER14  = 12'hB0E,
        MHPMCOUNTER15  = 12'hB0F,
        MHPMCOUNTER16  = 12'hB10,
        MHPMCOUNTER17  = 12'hB11,
        MHPMCOUNTER18  = 12'hB12,
        MHPMCOUNTER19  = 12'hB13,
        MHPMCOUNTER20  = 12'hB14,
        MHPMCOUNTER21  = 12'hB15,
        MHPMCOUNTER22  = 12'hB16,
        MHPMCOUNTER23  = 12'hB17,
        MHPMCOUNTER24  = 12'hB18,
        MHPMCOUNTER25  = 12'hB19,
        MHPMCOUNTER26  = 12'hB1A,
        MHPMCOUNTER27  = 12'hB1B,
        MHPMCOUNTER28  = 12'hB1C,
        MHPMCOUNTER29  = 12'hB1D,
        MHPMCOUNTER30  = 12'hB1E,
        MHPMCOUNTER31  = 12'hB1F,
        MCYCLEH        = 12'hB80,
        MINSTRETH      = 12'hB82,
        MHPMCOUNTER3H  = 12'hB83,
        MHPMCOUNTER4H  = 12'hB84,
        MHPMCOUNTER5H  = 12'hB85,
        MHPMCOUNTER6H  = 12'hB86,
        MHPMCOUNTER7H  = 12'hB87,
        MHPMCOUNTER8H  = 12'hB88,
        MHPMCOUNTER9H  = 12'hB89,
        MHPMCOUNTER10H = 12'hB8A,
        MHPMCOUNTER11H = 12'hB8B,
        MHPMCOUNTER12H = 12'hB8C,
        MHPMCOUNTER13H = 12'hB8D,
        MHPMCOUNTER14H = 12'hB8E,
        MHPMCOUNTER15H = 12'hB8F,
        MHPMCOUNTER16H = 12'hB90,
        MHPMCOUNTER17H = 12'hB91,
        MHPMCOUNTER18H = 12'hB92,
        MHPMCOUNTER19H = 12'hB93,
        MHPMCOUNTER20H = 12'hB94,
        MHPMCOUNTER21H = 12'hB95,
        MHPMCOUNTER22H = 12'hB96,
        MHPMCOUNTER23H = 12'hB97,
        MHPMCOUNTER24H = 12'hB98,
        MHPMCOUNTER25H = 12'hB99,
        MHPMCOUNTER26H = 12'hB9A,
        MHPMCOUNTER27H = 12'hB9B,
        MHPMCOUNTER28H = 12'hB9C,
        MHPMCOUNTER29H = 12'hB9D,
        MHPMCOUNTER30H = 12'hB9E,
        MHPMCOUNTER31H = 12'hB9F,
        MHPMEVENT3     = 12'h323,
        MHPMEVENT4     = 12'h324,
        MHPMEVENT5     = 12'h325,
        MHPMEVENT6     = 12'h326,
        MHPMEVENT7     = 12'h327,
        MHPMEVENT8     = 12'h328,
        MHPMEVENT9     = 12'h329,
        MHPMEVENT10    = 12'h32A,
        MHPMEVENT11    = 12'h32B,
        MHPMEVENT12    = 12'h32C,
        MHPMEVENT13    = 12'h32D,
        MHPMEVENT14    = 12'h32E,
        MHPMEVENT15    = 12'h32F,
        MHPMEVENT16    = 12'h330,
        MHPMEVENT17    = 12'h331,
        MHPMEVENT18    = 12'h332,
        MHPMEVENT19    = 12'h333,
        MHPMEVENT20    = 12'h334,
        MHPMEVENT21    = 12'h335,
        MHPMEVENT22    = 12'h336,
        MHPMEVENT23    = 12'h337,
        MHPMEVENT24    = 12'h338,
        MHPMEVENT25    = 12'h339,
        MHPMEVENT26    = 12'h33A,
        MHPMEVENT27    = 12'h33B,
        MHPMEVENT28    = 12'h33C,
        MHPMEVENT29    = 12'h33D,
        MHPMEVENT30    = 12'h33E,
        MHPMEVENT31    = 12'h33F
    } t;
endpackage
package forwarding;
    typedef struct packed {
        logic        data_valid;
        logic [31:0] data;
        logic  [4:0] address;
    } t;
endpackage
package op;
    typedef enum logic [5:0] {
        LUI,
        AUIPC,
        JAL,
        JALR,
        BEQ,
        BNE,
        BLT,
        BGE,
        BLTU,
        BGEU,
        LB,
        LH,
        LW,
        LBU,
        LHU,
        SB,
        SH,
        SW,
        ADDI,
        SLTI,
        SLTIU,
        XORI,
        ORI,
        ANDI,
        SLLI,
        SRLI,
        SRAI,
        ADD,
        SUB,
        SLL,
        SLT,
        SLTU,
        XOR,
        SRL,
        SRA,
        OR,
        AND,
        FENCE,
        FENCE_I,
        ECALL,
        EBREAK,
        CSRRW,
        CSRRS,
        CSRRC,
        CSRRWI,
        CSRRSI,
        CSRRCI,
        MRET,
        WFI,
        ILLEGAL
    } t;
endpackage
package pipeline_status;
    typedef enum logic [3:0] {
        VALID,
        BUBBLE,
        FETCH_MISALIGNED,
        FETCH_FAULT,
        ILLEGAL_INSTRUCTION,
        LOAD_MISALIGNED,
        LOAD_FAULT,
        STORE_MISALIGNED,
        STORE_FAULT,
        ECALL,  
        EBREAK  
    } forwards_t;
    typedef enum logic [1:0] {
        READY,
        STALL,
        JUMP
    } backwards_t;
endpackage
interface wishbone_interface;
    logic [31:0] adr;
    logic [3:0] sel;
    logic [31:0] dat_mosi;
    logic [31:0] dat_miso;
    logic cyc;
    logic stb;
    logic we;
    logic ack;
    logic err;
    modport master (
        output cyc,
        output stb,
        output adr,
        output sel,
        output we,
        output dat_mosi,
        input ack,
        input err,
        input dat_miso
    );
    modport slave (
        input adr,
        input sel,
        input dat_mosi,
        input cyc,
        input stb,
        input we,
        output ack,
        output err,
        output dat_miso
    );
endinterface
module register_file (
    input logic clk,
    input logic rst,  
    input  logic [4:0]  read_address1,
    output logic [31:0] read_data1,
    input  logic [4:0]  read_address2,
    output logic [31:0] read_data2,
    input  logic [4:0]  write_address,
    input  logic [31:0] write_data,
    input  logic        write_enable
);
    reg [31:0] file [31:0];
    initial begin
        for (int i = 0; i < 32; i++) begin
            file[i] = 32'b0;
        end
    end
    assign read_data1 = (read_address1 == 0) ? 32'b0 : (read_address1 == write_address) ? write_data : file[read_address1];
    assign read_data2 = (read_address2 == 0) ? 32'b0 : (read_address2 == write_address) ? write_data : file[read_address2];
    always_ff @(posedge clk) begin
        if (write_enable && write_address != 0) begin
            file[write_address] <= write_data;
        end
    end
endmodule
==> /design/flow/run.sh <==
#!/bin/bash
# OpenROAD 26Q1-2900-gdf79404cd8, Yosys 0.63+post, stock flow scripts
make -C /OpenROAD-flow-scripts/flow DESIGN_CONFIG=/design/flow/config.mk WORK_HOME=/design/flow/orfs finish
==> /design/flow/config.mk <==
export PLATFORM = sky130hd
export DESIGN_NAME = register_file
export DESIGN_NICKNAME = register_file
export VERILOG_FILES = /design/flow/design.v
export SDC_FILE = /design/flow/constraint.sdc
export NUM_CORES = 4
export LEC_CHECK = 1
export CORE_UTILIZATION = 50
==> /design/flow/constraint.sdc <==
current_design register_file

set clk_period 15.1
set clk_io_pct 0.2

create_clock -name clk0 -period $clk_period [get_ports {clk}]

set non_clock_inputs [all_inputs -no_clocks]
set_input_delay [expr $clk_period * $clk_io_pct] -clock clk0 $non_clock_inputs
set_output_delay [expr $clk_period * $clk_io_pct] -clock clk0 [all_outputs]
==> notes.md <==
yosys + openroad results -> first-pass GRT wire length 218 mm, Placer Congestion 0.890, Finished Core Util 0.576, pwr dens 118 mW/mm2, Post-CTS Setup Bufs 0, Worst-path clk slew 0.06 ns, worst hold path type in -> reg, hold_buf cts 0, GR peak layer met2, max FFs per register 1,024, largest reg by FF count file, Data required, critical path 12.08 ns, post-DP HPWL 85.1 mm, cells after synthesis 2,518, mapped cell area 0.0477 mm2, Via density 6.90, met3 GRT Util 0.305, num ports 114, initial DRC count 1,994, Hold Worst Slack 3.16 ns, drt wl/cell 37.9 um, final period utilization 0.703, I/O Buffers 112, vias in the first global route 31.5k, Leakage Power 17.4 nW, root buffer cell clkbuf_16, FP Core Util 0.508, worst vdd ir 0.0000940 V, run status complete, no violations, Clock Sinks 1,024, TritonCTS Buffers 109, max-slew violations 0, number of cells after detailed placement 3,826, Startpoint Class input pin, Die H 311 um, share of layout cells above drive strength 1 0.282, RSZ-0062 raised after global routing false, hold path startpoint write_data[18], H-tree depth 3, drt drc 0, Fin Setup TNS 0 ns, Chip Area 0.0966 mm2, # rows 112, Detail Route Antenna Nets 0, Worst slew margin 0.268, Peak Freq 94.2 MHz, Pre-antenna DRT Iters 5, tool warning count 27, Worst Path Class, Setup in -> out, Hold Fails Final Rpt 0, Syn-to-layout area delta 13.5%, Final setup viols 0, CP max FO 26, post-route insts no fill 4,018, synthesized area per cell 18.9 um2, vias 27.7k, post-synthesis chip area from yosys 0.0477 mm2, Crit. End Element output port, met2 Usage GRT 0.495, Remaining Overflow, GRT 0, post-synthesis register bit count 1,024, Max Cap Viol 0, Post-Route WL 152 mm, Clock Path Buffers 3, met1 Use GR 0.425, CTS resizes 0, CTS tree done, Yosys warnings 1, CP arrival 7.59 ns, Regs by FF count file: 1024 flops, library cells used by synthesis 45, antenna violations before repair 6, # Cells Yosys 2,518, post-synthesis sequential area ratio 0.645, minimum clock period 10.61 ns, hold-critical path endpoint file[18][18], maximum number of pins on one net before global-route repair 100, Die W 311 um, area of the core 0.0939 mm2, total track usage 0.361, Worst Max-Slew Pin Slew 1.10 ns, hold path cells 2
==> where the power goes <==
| part | switching (W) | internal [W] |
|---|---|---|
| combinational | 0.000349 | 0.000263 |
| clock | 0.00109 | 0.00148 |
| sequential | 0.0000160 | 0.00317 |
| total | 0.00145 | 0.00491 |
==> cell type report <==
| type | instances | area (um2) |
|---|---|---|
| Fill cell | 6797 | 39800 |
| Sequential cell | 1024 | 30700 |
| Multi-Input combinational cell | 1307 | 16300 |
| Clock buffer | 132 | 2880 |
| Timing Repair Buffer | 237 | 2090 |
| Tap cell | 1254 | 1570 |
| Clock inverter | 57 | 479 |
| Inverter | 4 | 17.5 |
| Antenna cell | 3 | 7.51 |
==> cells by family after synthesis <==
family          Yosys count  synth area share
flops                  1024             0.645
mux                     636             0.247
compound gates          373            0.0603
simple gates            256            0.0239
buf+inv                 218            0.0213
xor+xnor                 10           0.00184
other cells               1         0.0000787
==> metrics by stage <==
stage / cell area [um2] / power (W) / setup slack [ns]
after global routing: 54100 / 0.00653 / 4.01
final: 54100 / 0.00636 / 4.49
after floorplan: 47800 / 0.00358 / 7.41
after global placement: 50700 / 0.00385 / 4.34
after detailed placement: 50700 / 0.00386 / 4.33
after CTS: 54100 / 0.00639 / 4.33
==> cell usage after synthesis, drive strengths merged <==
master   instances  area [um2]
a32oi            1        8.76
o311ai           1        8.76
nor2b            5        31.3
and3             1        6.26
a211oi           1        7.51
a31oi            9        56.3
a21oi           66         330
or2              2        12.5
nand4           21         131
clkbuf          98         368
nand3b           6        45.0
xnor2           10        87.6
a22oi           45         338
or3b             3        26.3
mux4           434        9770
nand3           41         205
o221ai          33         289
nor4b            1        8.76
and2             1        6.26
a2111oi         31         340
buf            116         634
a221o            1        10.0
a32o            22         220
nor2            49         184
nor3b            1        7.51
mux2i          200        2000
o221a           11         124
inv              4        15.0
o22ai           37         231
o21ai           22         110
mux2             2        22.5
a22o            62         543
nor3             1        5.00
nand2          122         458
nand2b           1        6.26
edfxtp        1024       30700
or3              1        6.26
o22a            21         184
o211ai          10        75.1
conb             1        3.75
==> critical path, stage by stage <==
cell	delay [ns]
clkdlybuf4s50_1	0.88
nor2_4	0.81
buf_4	0.54
nor4b_1	0.67
nor3_2	0.24
buf_4	0.42
a22o_1	0.47
clkdlybuf4s50_1	0.48
==> cell usage in the layout, fill, tap and decap left out, types with 3 or more instances in the layout <==
master,n
edfxtp_1,1024
mux4_2,434
mux2i_1,200
buf_4,126
nand2_1,122
clkbuf_16,112
clkdlybuf4s50_1,105
a21oi_1,66
a22o_1,62
a22oi_1,45
nand3_1,40
o22ai_1,37
o221ai_1,33
nor2_4,33
conb_1,32
clkinv_1,26
a32o_1,22
o21ai_0,22
o22a_1,21
nand4_1,21
clkbuf_1,20
clkinv_2,18
a2111oi_0,16
nor2_1,14
o221a_2,11
xnor2_1,10
o211ai_1,10
a2111oi_2,10
a31oi_1,9
bufinv_16,8
nand3b_1,6
a2111oi_1,5
inv_6,4
diode_2,3
inv_1,3
nor2b_1,3
buf_8,3
==> per-layer routing <==
layer	vias up	share of wire	wire, um
met2	2326	0.46	69500
met3	437	0.20	30100
met4	12	0.054	8250
met1	13800	0.29	44000
met5	-	0.0017	251
li1	11200	-	-
==> how the worst max path moves through the flow <==
stage,startpoint,endpoint,slack [ns],depth (start not counted)
CTS,read_address2[0],read_data2[0],4.33,10
global route,read_address2[0],read_data2[17],4.01,10
finish,read_address1[3],read_data1[10],4.49,8
Power and IR drop assume default switching activity.
