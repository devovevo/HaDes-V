==> ./config.mk <==
export PLATFORM = sky130hd
export DESIGN_NAME = fetch_stage
export DESIGN_NICKNAME = fetch_stage
export VERILOG_FILES = /design/flow/design.v
export SDC_FILE = /design/flow/constraint.sdc
export NUM_CORES = 4
export LEC_CHECK = 1
export CORE_UTILIZATION = 30
==> ./constraint.sdc <==
current_design fetch_stage

set clk_period 6.4
set clk_io_pct 0.2

create_clock -name clk0 -period $clk_period [get_ports {clk}]

set non_clock_inputs [all_inputs -no_clocks]
set_input_delay [expr $clk_period * $clk_io_pct] -clock clk0 $non_clock_inputs
set_output_delay [expr $clk_period * $clk_io_pct] -clock clk0 [all_outputs]
==> ./design.v <==
package clk_params;
    localparam real INPUT_CLK_FREQUENCY_MHZ    =  100.000;
    localparam real INPUT_CLK_JITTER_PS        =   95.000;
    localparam real INPUT_CLK_JITTER_TO_PERIOD =    0.010;  
    localparam real INPUT_CLK_PERIOD_NS        = 1000.000 / INPUT_CLK_FREQUENCY_MHZ;
    localparam real MMCM_MUL   = 10.000; 
    localparam int  MMCM_DIV   = 1;      
    localparam real MMCM_DIV_0 = 20.000; 
    localparam real SYS_CLK_FREQUENCY_MHZ = (INPUT_CLK_FREQUENCY_MHZ / MMCM_DIV * MMCM_MUL) / MMCM_DIV_0;
    localparam real SYS_CLK_PERIOD_NS     = 1000.000 / SYS_CLK_FREQUENCY_MHZ;
    localparam int  PLL1_MUL   = 53; 
    localparam int  PLL1_DIV   = 5;  
    localparam real PLL1_DIV_0 = 10; 
    localparam real PLL1_FREQUENCY_MHZ = (INPUT_CLK_FREQUENCY_MHZ / PLL1_DIV * PLL1_MUL) / PLL1_DIV_0;
    localparam real PLL1_PERIOD_NS     = 1000.000 / PLL1_FREQUENCY_MHZ;
    localparam int  PLL2_MUL   = 19; 
    localparam int  PLL2_DIV   = 2;  
    localparam real PLL2_DIV_0 = 40; 
    localparam real PLL2_FREQUENCY_MHZ = (PLL1_FREQUENCY_MHZ / PLL2_DIV * PLL2_MUL) / PLL2_DIV_0;
    localparam real PLL2_PERIOD_NS     = 1000.000 / PLL2_FREQUENCY_MHZ;
    localparam real VGA_CLK_FREQUENCY_MHZ = PLL2_FREQUENCY_MHZ;
    localparam real VGA_CLK_PERIOD_NS     = PLL2_PERIOD_NS;
    localparam int  SIM_CYCLES_PER_SYS_CLK = int'(SYS_CLK_PERIOD_NS);
    localparam int  SIM_CYCLES_PER_VGA_CLK = int'(VGA_CLK_PERIOD_NS);
endpackage
package constants;
    localparam bit [31:0] MEMORY_START = 32'h0001_0000;
    localparam bit [31:0] MEMORY_SIZE  = 32'h0000_2000;
    localparam bit [31:0] LEDS_START = 32'h0008_0000;
    localparam bit [31:0] LEDS_SIZE  = 32'h0000_0001;
    localparam bit [31:0] BUTTONS_START = 32'h0008_1000;
    localparam bit [31:0] BUTTONS_SIZE  = 32'h0000_0001;
    localparam bit [31:0] SWITCHES_START = 32'h0008_2000;
    localparam bit [31:0] SWITCHES_SIZE  = 32'h0000_0001;
    localparam bit [31:0] SEGMENTS_START = 32'h0008_3000;
    localparam bit [31:0] SEGMENTS_SIZE  = 32'h0000_0001;
    localparam bit [31:0] UART_START = 32'h0008_4000;
    localparam bit [31:0] UART_SIZE  = 32'h0000_0001;
    localparam bit [31:0] TIMER_START = 32'h0008_5000;
    localparam bit [31:0] TIMER_SIZE  = 32'h0000_0005;
    localparam bit [31:0] VGA_START = 32'h0009_0000;
    localparam bit [31:0] VGA_SIZE  = 32'h0000_9600;  
    localparam bit [31:0] TEST_START = 32'h0012_0000;
    localparam bit [31:0] TEST_SIZE  = 32'h0000_0005;
    localparam bit [31:0] RESET_ADDRESS = MEMORY_START << 2;
    localparam bit [31:0] NOP = 32'h00000013;
endpackage
package csr;
    typedef enum logic [11:0] {
        MVENDORID      = 12'hF11,
        MARCHID        = 12'hF12,
        MIMPID         = 12'hF13,
        MHARTID        = 12'hF14,
        MCONFIGPTR     = 12'hF15,
        MSTATUS        = 12'h300,
        MISA           = 12'h301,
        MEDELEG        = 12'h302,
        MIDELEG        = 12'h303,
        MIE            = 12'h304,
        MTVEC          = 12'h305,
        MCOUNTEREN     = 12'h306,
        MSTATUSH       = 12'h310,
        MSCRATCH       = 12'h340,
        MEPC           = 12'h341,
        MCAUSE         = 12'h342,
        MTVAL          = 12'h343,
        MIP            = 12'h344,
        MCYCLE         = 12'hB00,
        MINSTRET       = 12'hB02,
        MHPMCOUNTER3   = 12'hB03,
        MHPMCOUNTER4   = 12'hB04,
        MHPMCOUNTER5   = 12'hB05,
        MHPMCOUNTER6   = 12'hB06,
        MHPMCOUNTER7   = 12'hB07,
        MHPMCOUNTER8   = 12'hB08,
        MHPMCOUNTER9   = 12'hB09,
        MHPMCOUNTER10  = 12'hB0A,
        MHPMCOUNTER11  = 12'hB0B,
        MHPMCOUNTER12  = 12'hB0C,
        MHPMCOUNTER13  = 12'hB0D,
        MHPMCOUNTER14  = 12'hB0E,
        MHPMCOUNTER15  = 12'hB0F,
        MHPMCOUNTER16  = 12'hB10,
        MHPMCOUNTER17  = 12'hB11,
        MHPMCOUNTER18  = 12'hB12,
        MHPMCOUNTER19  = 12'hB13,
        MHPMCOUNTER20  = 12'hB14,
        MHPMCOUNTER21  = 12'hB15,
        MHPMCOUNTER22  = 12'hB16,
        MHPMCOUNTER23  = 12'hB17,
        MHPMCOUNTER24  = 12'hB18,
        MHPMCOUNTER25  = 12'hB19,
        MHPMCOUNTER26  = 12'hB1A,
        MHPMCOUNTER27  = 12'hB1B,
        MHPMCOUNTER28  = 12'hB1C,
        MHPMCOUNTER29  = 12'hB1D,
        MHPMCOUNTER30  = 12'hB1E,
        MHPMCOUNTER31  = 12'hB1F,
        MCYCLEH        = 12'hB80,
        MINSTRETH      = 12'hB82,
        MHPMCOUNTER3H  = 12'hB83,
        MHPMCOUNTER4H  = 12'hB84,
        MHPMCOUNTER5H  = 12'hB85,
        MHPMCOUNTER6H  = 12'hB86,
        MHPMCOUNTER7H  = 12'hB87,
        MHPMCOUNTER8H  = 12'hB88,
        MHPMCOUNTER9H  = 12'hB89,
        MHPMCOUNTER10H = 12'hB8A,
        MHPMCOUNTER11H = 12'hB8B,
        MHPMCOUNTER12H = 12'hB8C,
        MHPMCOUNTER13H = 12'hB8D,
        MHPMCOUNTER14H = 12'hB8E,
        MHPMCOUNTER15H = 12'hB8F,
        MHPMCOUNTER16H = 12'hB90,
        MHPMCOUNTER17H = 12'hB91,
        MHPMCOUNTER18H = 12'hB92,
        MHPMCOUNTER19H = 12'hB93,
        MHPMCOUNTER20H = 12'hB94,
        MHPMCOUNTER21H = 12'hB95,
        MHPMCOUNTER22H = 12'hB96,
        MHPMCOUNTER23H = 12'hB97,
        MHPMCOUNTER24H = 12'hB98,
        MHPMCOUNTER25H = 12'hB99,
        MHPMCOUNTER26H = 12'hB9A,
        MHPMCOUNTER27H = 12'hB9B,
        MHPMCOUNTER28H = 12'hB9C,
        MHPMCOUNTER29H = 12'hB9D,
        MHPMCOUNTER30H = 12'hB9E,
        MHPMCOUNTER31H = 12'hB9F,
        MHPMEVENT3     = 12'h323,
        MHPMEVENT4     = 12'h324,
        MHPMEVENT5     = 12'h325,
        MHPMEVENT6     = 12'h326,
        MHPMEVENT7     = 12'h327,
        MHPMEVENT8     = 12'h328,
        MHPMEVENT9     = 12'h329,
        MHPMEVENT10    = 12'h32A,
        MHPMEVENT11    = 12'h32B,
        MHPMEVENT12    = 12'h32C,
        MHPMEVENT13    = 12'h32D,
        MHPMEVENT14    = 12'h32E,
        MHPMEVENT15    = 12'h32F,
        MHPMEVENT16    = 12'h330,
        MHPMEVENT17    = 12'h331,
        MHPMEVENT18    = 12'h332,
        MHPMEVENT19    = 12'h333,
        MHPMEVENT20    = 12'h334,
        MHPMEVENT21    = 12'h335,
        MHPMEVENT22    = 12'h336,
        MHPMEVENT23    = 12'h337,
        MHPMEVENT24    = 12'h338,
        MHPMEVENT25    = 12'h339,
        MHPMEVENT26    = 12'h33A,
        MHPMEVENT27    = 12'h33B,
        MHPMEVENT28    = 12'h33C,
        MHPMEVENT29    = 12'h33D,
        MHPMEVENT30    = 12'h33E,
        MHPMEVENT31    = 12'h33F
    } t;
endpackage
package forwarding;
    typedef struct packed {
        logic        data_valid;
        logic [31:0] data;
        logic  [4:0] address;
    } t;
endpackage
package op;
    typedef enum logic [5:0] {
        LUI,
        AUIPC,
        JAL,
        JALR,
        BEQ,
        BNE,
        BLT,
        BGE,
        BLTU,
        BGEU,
        LB,
        LH,
        LW,
        LBU,
        LHU,
        SB,
        SH,
        SW,
        ADDI,
        SLTI,
        SLTIU,
        XORI,
        ORI,
        ANDI,
        SLLI,
        SRLI,
        SRAI,
        ADD,
        SUB,
        SLL,
        SLT,
        SLTU,
        XOR,
        SRL,
        SRA,
        OR,
        AND,
        FENCE,
        FENCE_I,
        ECALL,
        EBREAK,
        CSRRW,
        CSRRS,
        CSRRC,
        CSRRWI,
        CSRRSI,
        CSRRCI,
        MRET,
        WFI,
        ILLEGAL
    } t;
endpackage
package pipeline_status;
    typedef enum logic [3:0] {
        VALID,
        BUBBLE,
        FETCH_MISALIGNED,
        FETCH_FAULT,
        ILLEGAL_INSTRUCTION,
        LOAD_MISALIGNED,
        LOAD_FAULT,
        STORE_MISALIGNED,
        STORE_FAULT,
        ECALL,  
        EBREAK  
    } forwards_t;
    typedef enum logic [1:0] {
        READY,
        STALL,
        JUMP
    } backwards_t;
endpackage
interface wishbone_interface;
    logic [31:0] adr;
    logic [3:0] sel;
    logic [31:0] dat_mosi;
    logic [31:0] dat_miso;
    logic cyc;
    logic stb;
    logic we;
    logic ack;
    logic err;
    modport master (
        output cyc,
        output stb,
        output adr,
        output sel,
        output we,
        output dat_mosi,
        input ack,
        input err,
        input dat_miso
    );
    modport slave (
        input adr,
        input sel,
        input dat_mosi,
        input cyc,
        input stb,
        input we,
        output ack,
        output err,
        output dat_miso
    );
endinterface
module fetch_stage (
    input logic clk,
    input logic rst,
    wishbone_interface.master wb,
    output logic [31:0] instruction_reg_out,
    output logic [31:0] program_counter_reg_out,
    output pipeline_status::forwards_t  status_forwards_out,
    input  pipeline_status::backwards_t status_backwards_in,
    input  logic [31:0] jump_address_backwards_in
);
    pipeline_status::forwards_t status_forwards;
    reg [31:0] pc;
    reg [31:0] pc_out;
    reg [31:0] instruction;
    bit cyc = 1'b1;
    assign wb.cyc = cyc;
    assign wb.stb = cyc;
    assign wb.we  = 1'b0;
    assign wb.sel = 4'b1111;
    assign wb.adr = {2'b0, pc[31:2]};   
    assign wb.dat_mosi = 32'b0;
    assign instruction_reg_out     = instruction;
    assign program_counter_reg_out = pc_out;
    assign status_forwards_out     = status_forwards;
    always_ff @(posedge clk) begin
        if (rst) begin
            status_forwards <= pipeline_status::BUBBLE;
            pc <= constants::RESET_ADDRESS;   
            pc_out <= constants::RESET_ADDRESS;
        end else begin
            case (status_backwards_in)
                pipeline_status::JUMP: begin
                    pc <= jump_address_backwards_in;
                    pc_out <= pc;   
                    status_forwards <= pipeline_status::BUBBLE;
                end
                pipeline_status::READY: begin
                    if (wb.ack) begin
                        instruction <= wb.dat_miso;
                        pc_out <= pc;
                        status_forwards <= pipeline_status::VALID;
                    end else if (wb.err) begin
                        status_forwards <= pipeline_status::FETCH_FAULT;
                    end else begin
                        status_forwards <= pipeline_status::BUBBLE;
                    end
                    if (wb.ack || wb.err) begin
                        pc <= pc + 4;
                    end
                end
                default: begin
                end
            endcase
        end
    end
endmodule
==> ./run.sh <==
#!/bin/bash
# OpenROAD 26Q1-2900-gdf79404cd8, Yosys 0.63+post, stock flow scripts
make -C /OpenROAD-flow-scripts/flow DESIGN_CONFIG=/design/flow/config.mk WORK_HOME=/design/flow/orfs finish
==> flow_summary.rst <==
Synthesis and place-and-route
=============================

.. list-table::
   :header-rows: 1

   * - Metric
     - Value
   * - Unrepaired setup endpoints after global routing
     - false
   * - I/O Pins
     - 104
   * - Chip area estimate from yosys synthesis
     - 2950 um2
   * - Max clock buf depth
     - 2
   * - DRC Markers
     - 0
   * - Resized cells post-CTS
     - 0
   * - Dominant cell area share
     - 0.434
   * - Die Area
     - 10200 um2
   * - Global-route total usage across every layer
     - 0.115
   * - Dominant cell type by area after synthesis
     - dfxtp_1
   * - Number of hold violations in the final report
     - 0
   * - Number of max-cap violations
     - 0
   * - Ratio of cells with drive above 1 in the final layout
     - 0.0489
   * - Largest family of logic cells by area
     - simple AND/OR/NAND/NOR gates
   * - Antenna violations before repair
     - 0
   * - Length in cells of the worst reg-to-reg path
     - 2
   * - Net switching power of the design
     - 0.000172 W
   * - Endpoint required time on the critical path
     - 6650 ps
   * - Detail-routed via count per cell
     - 4.19
   * - CTS H-tree lvls
     - 3
   * - Switching share of total power
     - 0.217
   * - Worst hold slack
     - 472 ps
   * - Clock network fraction of total power
     - 0.372
   * - Kind of path behind the tightest hold check
     - register to register
   * - Max Fanout on Critical Path
     - 33
   * - # Cells Yosys
     - 287
   * - Pwr Density
     - 215 nW/um2
   * - Destination of the worst register-to-register timing path
     - pc_out[18]
   * - Layout Cell Area excl Fill
     - 3690 um2
   * - Pin count of the biggest net entering global routing
     - 97
   * - Cell at the root of the clock tree
     - clkbuf_8
   * - # Post-CTS Setup Buffers
     - 0
   * - Die extent in y
     - 101 um
   * - Hold bufs inserted after CTS
     - 0
   * - Combinational fraction of design power
     - 0.104
   * - Library cells used by synthesis
     - 14
   * - Sequential area share after synthesis
     - 0.434
   * - Total length of routed wires
     - 5.78 mm
   * - XOR/XNOR share of the synthesized area
     - 0
   * - Clock insertion delay at the later pin of the skew report
     - 320 ps
   * - Placer's final routability congestion estimate
     - 0.725
   * - Synth Register Bits
     - 64
   * - Antenna Nets Post-Route
     - 0
   * - Maximum clock frequency
     - 0.309 GHz
   * - Violation count after the first detailed-route iteration
     - 75
   * - Initial cell density of the core
     - 0.315
   * - Final worst clock skew
     - 1.54 ps
   * - Slack of the worst reg-to-reg path
     - 5740 ps
   * - Worst-case headroom to the max-slew limit
     - 0.534
   * - Commonest cells post-synth
     - 64 x dfxtp_1, 63 x nand2b_1, 40 x buf_4
   * - Internal power consumption
     - 0.000621 W
   * - Synth Area in Adders
     - 0
   * - Endpoint of the worst hold-timing path
     - pc_out[31]
   * - CTS clk-pin slew, worst paths
     - 60 ps
   * - Quantity of I/O buffers inserted on ports
     - 67
   * - Final Max Slew Viols
     - 0
   * - Number of global-route vias before repair
     - 1897
   * - Cell with the most instances after synthesis
     - dfxtp_1
   * - Setup-violating endpoint count in the final report
     - 0
   * - Gr ovfl total
     - 0
   * - Worst EP arrival
     - 3480 ps
   * - Sum of net half-perimeters after detailed placement
     - 3.63 mm
   * - Leak Pwr
     - 1.37 nW
   * - Number of logged tool warnings
     - 25
   * - Worst hold path depth
     - 2
   * - Yosys warnings
     - 22
   * - Share of synthesized cell area in and-or and or-and compound cells
     - 0.0525
   * - X dimension of the die
     - 101 um
   * - Placement-stage cell area
     - 3530 um2
   * - Global-route wire length before repair
     - 9.25 mm
   * - Clock period minus worst slack
     - 3230 ps
   * - Floorplan core area
     - 9370 um2
   * - Area fraction in mux cells
     - 0.112
   * - Number of cell rows
     - 35
   * - AND/OR/NAND/NOR Cells, Area Fraction
     - 0.258
   * - Setup Crit Path Kind
     - input port to register
   * - Instance count of the mapped netlist
     - 287
   * - Setup crit end kind
     - register
   * - DR vias
     - 2001
   * - Count of flip-flops with a built-in enable after synthesis
     - 0
   * - Worst flop-to-flop path startpoint
     - pc[18]
   * - Setup TNS
     - 0 ps
   * - Slew of the pin with the lowest slew margin
     - 699 ps
   * - Total inserted antenna cells
     - 0
   * - Result of the run
     - completed
   * - Leading register cell type out of synthesis
     - dfxtp_1
   * - DRT Pass-1 Iters
     - 4
   * - Share of power burned in registers
     - 0.524
   * - Share of the clock period used by the worst path
     - 0.505
   * - Crit start category
     - input port
   * - Post-synth ARST share
     - 0
   * - TritonCTS Buffers
     - 9
   * - DR WL/cell
     - 12.1 um
   * - Layout-stage area growth over the synthesis result
     - 25.1%
   * - Average instance area after synthesis
     - 10.3 um2
   * - CTS tree
     - built
   * - Peak supply drop
     - 0.0746 mV
   * - Clock tree sinks
     - 64
   * - Origin of the worst min-delay path
     - pc_out[31]
   * - Post-synth area hogs
     - dfxtp_1 43%, nand2b_1 13%, nand4bb_1 12%, mux2i_1 11%, buf_4 10%
   * - Summed instance area of the synthesized netlist
     - 2950 um2
## worst max-delay path by stage
stage | end | from | slack, ps | depth (start not counted)
final | pc_out[11] | status_backwards_in[1] | 3170 | 5
after CTS | pc_out[11] | status_backwards_in[1] | 3170 | 5
after global routing | pc_out[11] | status_backwards_in[1] | 3080 | 5
## cells in the final DEF, fill, tap and decap left out
cell type        synthesis  final
buf_2                    2      1
buf_4                   40      4
clkbuf_1                13      4
clkbuf_8                 0     11
clkdlybuf4s50_1          0     66
conb_1                   2     36
dfxtp_1                 64     64
mux2i_1                 33     33
nand2b_1                63     63
nand4bb_1               31     31
nor2_1                   3      3
nor2b_4                  0      1
o21ai_1                 31     31
## critical path: stages
cell,delay [ps]
clkdlybuf4s50_1,460
buf_4,330
nor2b_4,660
buf_4,490
mux2i_1,250
## metrics by stage
stage               std cells  worst slack [ps]  total power, W  utilization
finish                    477              3170        0.000794        0.394
global route              477              3080        0.000835        0.394
CTS                       477              3170        0.000807        0.394
detailed placement        462              2850        0.000507        0.376
global placement          462              2850        0.000508        0.376
floorplan                 321              4480        0.000487            -
## routing by layer
metal,share of wire,vias to the layer above,GRT usage
met5,0,-,0
met4,0.012,0,0.0190
met3,0.066,9,0.0210
met2,0.37,68,0.162
met1,0.55,903,0.191
li1,-,1021,-
## cell families (layout without fill, tap and decap cells)
group           count (synthesis)  after routing
compound gates                 31             31
other cells                     2             36
simple gates                   98             98
buf+inv                        59             86
mux                            33             33
flops                          64             64
## flip-flops by register name, summed over array words and instances, names as in the netlist
name and flops:
pc 32, pc_out 32
## power groups by stage
stage | Clock (W) | Sequential, W | Combinational [W]
after CTS | 0.000307 | 0.000416 | 0.0000835
after global routing | 0.000328 | 0.000417 | 0.0000899
final | 0.000295 | 0.000416 | 0.0000822
## cell type report
cell class              count  area, um2
fillers                   950       5680
multi-input cells         198       1390
clock buffers              15        166
flip-flops and latches     64       1280
repair buffers             71        696
well taps                 129        161
No activity file was given, so power comes from the tool's default toggle rates.
